### design/flow/design.v
module ds90cr286(
    input wire clk_in,
    input wire clk_lvds_p,
  	input wire clk_lvds_n,
    input wire reset,
    input wire [3:0] lvds_data_p,
  	input wire [3:0] lvds_data_n,
    output reg [27:0] data_out,
    output wire clk_out
);
    reg [6:0] ch0, ch1, ch2, ch3;
    reg [2:0] bit_idx;
    reg load;   
    always @(posedge clk_in or posedge reset) begin
        if (reset)
            load <= 1'b0;
        else
            load <= 1'b1;
    end
    always @(posedge clk_lvds_p or posedge reset) begin
        if (reset) begin
            bit_idx <= 3'd0;
            ch0 <= 7'd0;
            ch1 <= 7'd0;
            ch2 <= 7'd0;
            ch3 <= 7'd0;
        end else if (load) begin
            ch0[6 - bit_idx] <= lvds_data_p[0];
            ch1[6 - bit_idx] <= lvds_data_p[1];
            ch2[6 - bit_idx] <= lvds_data_p[2];
            ch3[6 - bit_idx] <= lvds_data_p[3];
            if (bit_idx == 3'd6)
                bit_idx <= 3'd0;
            else
                bit_idx <= bit_idx + 1;
        end
    end
    always @(posedge clk_in or posedge reset) begin
        if (reset)
            data_out <= 28'd0;
        else if (bit_idx == 3'd0 && load)   
            data_out <= {ch3, ch2, ch1, ch0};
    end
    assign clk_out = clk_in;
endmodule
### design/flow/run.sh
#!/bin/bash
# OpenROAD 26Q1-2900-gdf79404cd8, Yosys 0.63+post, stock flow scripts
make -C /OpenROAD-flow-scripts/flow DESIGN_CONFIG=/design/flow/config.mk WORK_HOME=/design/flow/orfs finish
### design/flow/config.mk
export PLATFORM = sky130hd
export DESIGN_NAME = ds90cr286
export DESIGN_NICKNAME = ds90cr286
export VERILOG_FILES = /design/flow/design.v
export SDC_FILE = /design/flow/constraint.sdc
export NUM_CORES = 4
export LEC_CHECK = 1
export CORE_UTILIZATION = 30
### design/flow/constraint.sdc
current_design ds90cr286

set clk_period 9.2
set clk_io_pct 0.2

create_clock -name clk0 -period $clk_period [get_ports {clk_in}]
create_clock -name clk1 -period $clk_period [get_ports {clk_lvds_p}]

set non_clock_inputs [all_inputs -no_clocks]
set_input_delay [expr $clk_period * $clk_io_pct] -clock clk0 $non_clock_inputs
set_output_delay [expr $clk_period * $clk_io_pct] -clock clk0 [all_outputs]
==> results.txt <==
fresh numbers from the pnr run: status=completed, ys async rst share=100%, RD Place Congestion=0.783, WHS Endpoint=data_out[23], clk slew on worst S/H paths=0.06 ns, final hold viol count=0, largest net degree at the start of global routing=61, Die W=94.9 um, clock power share=22.6%, Reg-to-Reg Start=bit_idx[0], Critical Path AT=5.21 ns, Pleak=0.00147 uW, YS chip area=2590 um2, Gate Count Post-Synth=183, Worst R2R End=ch0[4], Fill cells=797, vias in the first global route=1526, Cell area leaders=dfrtp_1, mux2_2, a22o_1, min-delay src=ch3[2], most used cell, CP=clkbuf_8, Top Family by Delay on Critical Path=buffers and inverters, met2 Use GR=15.0%, Area Growth Syn to Fin=25.4%, fin worst setup slack=2.15 ns, grt total ovfl=0, clock skew=0.00674 ns, via count=1552, layout cells sized above 1=28.7%, routing usage on met1=19.1%, Max-Cap Viols=0, Cell Int Power=775 uW, initial antenna violation count=0, Buf+Inv Stages, Crit Path=3, maximum net fanout on the critical path=2, Crit. End Element=output pin, wire per inst=13.9 um, non-filler cells, final=335, top_reg_cell synth=dfrtp_1, IO Port Bufs=34, worst path cell trace=clkbuf_8, clkbuf_8, clkdlybuf4s50_1, diode count=0, CTS resizes=0, Peak supply drop=126 uV, most frequent cells after synthesis=dfrtp_1, mux2_2, a22o_1, Flop pwr share=40.1%, Place WS=2.39 ns, CP Data Required Time=7.36 ns, total negative slack=0 ns, CTS tree=built, Chip Height=94.9 um, GRT Total Usage=11.5%, global-route wire length before repair=7680 um, R2R Setup Slk=5.55 ns, cts hold-fix bufs=0, number of enable flip-flop cells=0, Ys Warns=1, largest stage delay on the critical path=0.39 ns, RSZ-0062 raised after global routing=no, synthesis-stage register bit count=60, library cells used by synthesis=34, switching pwr=311 uW, Placed Cells=317, slew margin rel.=49.8%, Sw Ratio=28.6%, Post-DRT Antenna Nets=0, Detailed Routing Iterations Pass 1=4, Total Wirelength=4670 um, busiest layer in global routing=met1, GR Util met3=3.76%, mean post-synth cell area=14.1 um2, dominant cell by count in the synthesized netlist=dfrtp_1, Worst setup SP type=clock port, Hold Path Depth=1, final setup fails=0, Yosys top cell by area=dfrtp_1, # Cells Yosys=183, max-slew violation count=0, fp util=31.2%, Comb power frac=37.3%, Site Rows=33, io pins=41, Least-Margin Pin Slew=0.753 ns, core area=8300 um2, total tool warning count=35, postcts setup bufs=0, DP HPWL=3010 um, power density cells=335 nW/um2, critical path launch point=clk_in, final core utilization=39.1%, vias per std cell=4.63, Seq share, synth=58.0%, Top-area cell share=58.0%, R2R cell count=9, Setup CP Type=clock port to output pin, slowest CP cell=clkdlybuf4s50_1, DR iter-0 viols=67, Cell Area, Synth=2590 um2, chip area=9000 um2, Post-route DRC=0, worst min path class=register to register
cell type report:
class                      instances  area (um2)  area share [%]
sequential                        60        1500            46.3
timing repair buffer              35         345            10.6
multi-input combinational        107        1010            31.3
clock inverter                     1        5.00           0.154
clock buffer                      18         214            6.59
inverter                           9        33.8            1.04
tap                              105         131            4.05
logic make-up (layout without fill, tap and decap cells):
family / Yosys count / count (layout) / synth area share, %
DFF: 60 / 60 / 58.0
buffers and inverters: 16 / 63 / 2.80
AOI/OAI and AO/OA: 21 / 21 / 6.33
muxes: 41 / 41 / 18.3
and+or+nand+nor: 34 / 34 / 9.28
other: 1 / 1 / 0.145
xor gates and xnor gates: 2 / 2 / 1.30
adders and majority gates: 8 / 8 / 3.87
layout by cell type (no fill, tap or decap), types with 2 or more instances in the layout:
cell             instances
dfrtp_1                 60
mux2_2                  34
clkdlybuf4s50_1         34
clkbuf_8                14
a22o_1                  13
nand2_1                 12
inv_1                    8
ha_1                     8
o21ai_0                  6
mux2_4                   4
mux2i_1                  3
clkbuf_1                 3
nand4_1                  2
nor2b_1                  2
nand3_1                  2
or3_1                    2
nor4_1                   2
nor4_2                   2
buf_4                    2
registers in the layout, summed over array words and instances (netlist names):
name	flops
ch3	7
ch2	7
data_out	28
ch0	7
ch1	7
bit_idx	3
load	1
per-stage QoR:
step | total power, uW | hold slack [ns] | area, um2
6_report | 1090 | 0.409 | 3250
2_1_floorplan | 697 | 0.426 | 2590
3_5_place_dp | 857 | 0.472 | 3040
5_1_grt | 1170 | 0.427 | 3250
4_1_cts | 1110 | 0.410 | 3250
3_3_place_gp | 852 | 0.466 | 3040
per-layer routing:
metal / share of wire (%) / vias to the layer above
met5: 0 / -
met4: 1.2 / 0
met3: 5.1 / 7
met2: 41 / 37
met1: 53 / 767
li1: - / 741
power groups by stage:
stage                 logic, uW  clock network, uW  registers, uW
after CTS                   411                256            438
final                       405                246            436
after global routing        451                268            452
worst max path at each step:
stage     endpoint  slack, ns  cells after the start
4_1_cts    clk_out       2.14                      3
5_1_grt    clk_out       2.14                      3
6_report   clk_out       2.15                      3
Power is estimated from default activity; no workload was simulated.
